==> ./run.sh <==
#!/bin/bash
# OpenROAD 26Q1-2900-gdf79404cd8, Yosys 0.63+post, stock flow scripts
make -C /OpenROAD-flow-scripts/flow DESIGN_CONFIG=/design/flow/config.mk WORK_HOME=/design/flow/orfs finish
==> ./config.mk <==
export PLATFORM = sky130hd
export DESIGN_NAME = UartMain
export DESIGN_NICKNAME = UartMain
export VERILOG_FILES = /design/flow/design.v
export SDC_FILE = /design/flow/constraint.sdc
export NUM_CORES = 4
export LEC_CHECK = 1
export CORE_UTILIZATION = 30
==> ./constraint.sdc <==
current_design UartMain

set clk_period 7.6
set clk_io_pct 0.2

create_clock -name clk0 -period $clk_period [get_ports {clock}]

set non_clock_inputs [all_inputs -no_clocks]
set_input_delay [expr $clk_period * $clk_io_pct] -clock clk0 $non_clock_inputs
set_output_delay [expr $clk_period * $clk_io_pct] -clock clk0 [all_outputs]
==> ./design.v <==
module Tx(
  input        clock,
  input        reset,
  output       io_txd,
  output       io_channel_ready,
  input        io_channel_valid,
  input  [7:0] io_channel_bits
);
  reg [10:0] shiftReg;  
  reg [19:0] cntReg;  
  reg [3:0] bitsReg;  
  wire  _T = cntReg == 20'h0;  
  wire [9:0] lo = shiftReg[10:1];  
  wire [10:0] _T_7 = {1'h1,lo};  
  wire [3:0] _T_9 = bitsReg - 4'h1;  
  wire [10:0] _T_10 = {2'h3,io_channel_bits,1'h0};  
  wire [19:0] _T_12 = cntReg - 20'h1;  
  assign io_txd = shiftReg[0];  
  assign io_channel_ready = cntReg == 20'h0 & bitsReg == 4'h0;  
  always @(posedge clock) begin
    if (reset) begin  
      shiftReg <= 11'h7ff;  
    end else if (_T) begin  
      if (bitsReg != 4'h0) begin  
        shiftReg <= _T_7;  
      end else if (io_channel_valid) begin  
        shiftReg <= _T_10;  
      end else begin
        shiftReg <= 11'h7ff;  
      end
    end
    if (reset) begin  
      cntReg <= 20'h0;  
    end else if (_T) begin  
      cntReg <= 20'h1b1;  
    end else begin
      cntReg <= _T_12;  
    end
    if (reset) begin  
      bitsReg <= 4'h0;  
    end else if (_T) begin  
      if (bitsReg != 4'h0) begin  
        bitsReg <= _T_9;  
      end else if (io_channel_valid) begin  
        bitsReg <= 4'hb;  
      end
    end
  end
endmodule
module Buffer(
  input        clock,
  input        reset,
  output       io_in_ready,
  input        io_in_valid,
  input  [7:0] io_in_bits,
  input        io_out_ready,
  output       io_out_valid,
  output [7:0] io_out_bits
);
  reg  stateReg;  
  reg [7:0] dataReg;  
  wire  _T = ~stateReg;  
  wire  _GEN_1 = io_in_valid | stateReg;  
  assign io_in_ready = ~stateReg;  
  assign io_out_valid = stateReg;  
  assign io_out_bits = dataReg;  
  always @(posedge clock) begin
    if (reset) begin  
      stateReg <= 1'h0;  
    end else if (_T) begin  
      stateReg <= _GEN_1;
    end else if (io_out_ready) begin  
      stateReg <= 1'h0;  
    end
    if (reset) begin  
      dataReg <= 8'h0;  
    end else if (_T) begin  
      if (io_in_valid) begin  
        dataReg <= io_in_bits;  
      end
    end
  end
endmodule
module BufferedTx(
  input        clock,
  input        reset,
  output       io_txd,
  output       io_channel_ready,
  input        io_channel_valid,
  input  [7:0] io_channel_bits
);
  wire  tx_clock;  
  wire  tx_reset;  
  wire  tx_io_txd;  
  wire  tx_io_channel_ready;  
  wire  tx_io_channel_valid;  
  wire [7:0] tx_io_channel_bits;  
  wire  buf__clock;  
  wire  buf__reset;  
  wire  buf__io_in_ready;  
  wire  buf__io_in_valid;  
  wire [7:0] buf__io_in_bits;  
  wire  buf__io_out_ready;  
  wire  buf__io_out_valid;  
  wire [7:0] buf__io_out_bits;  
  Tx tx (  
    .clock(tx_clock),
    .reset(tx_reset),
    .io_txd(tx_io_txd),
    .io_channel_ready(tx_io_channel_ready),
    .io_channel_valid(tx_io_channel_valid),
    .io_channel_bits(tx_io_channel_bits)
  );
  Buffer buf_ (  
    .clock(buf__clock),
    .reset(buf__reset),
    .io_in_ready(buf__io_in_ready),
    .io_in_valid(buf__io_in_valid),
    .io_in_bits(buf__io_in_bits),
    .io_out_ready(buf__io_out_ready),
    .io_out_valid(buf__io_out_valid),
    .io_out_bits(buf__io_out_bits)
  );
  assign io_txd = tx_io_txd;  
  assign io_channel_ready = buf__io_in_ready;  
  assign tx_clock = clock;
  assign tx_reset = reset;
  assign tx_io_channel_valid = buf__io_out_valid;  
  assign tx_io_channel_bits = buf__io_out_bits;  
  assign buf__clock = clock;
  assign buf__reset = reset;
  assign buf__io_in_valid = io_channel_valid;  
  assign buf__io_in_bits = io_channel_bits;  
  assign buf__io_out_ready = tx_io_channel_ready;  
endmodule
module Sender(
  input   clock,
  input   reset,
  output  io_txd
);
  wire  tx_clock;  
  wire  tx_reset;  
  wire  tx_io_txd;  
  wire  tx_io_channel_ready;  
  wire  tx_io_channel_valid;  
  wire [7:0] tx_io_channel_bits;  
  reg [7:0] cntReg;  
  wire [6:0] _GEN_1 = 4'h1 == cntReg[3:0] ? 7'h65 : 7'h48;  
  wire [6:0] _GEN_2 = 4'h2 == cntReg[3:0] ? 7'h6c : _GEN_1;  
  wire [6:0] _GEN_3 = 4'h3 == cntReg[3:0] ? 7'h6c : _GEN_2;  
  wire [6:0] _GEN_4 = 4'h4 == cntReg[3:0] ? 7'h6f : _GEN_3;  
  wire [6:0] _GEN_5 = 4'h5 == cntReg[3:0] ? 7'h20 : _GEN_4;  
  wire [6:0] _GEN_6 = 4'h6 == cntReg[3:0] ? 7'h57 : _GEN_5;  
  wire [6:0] _GEN_7 = 4'h7 == cntReg[3:0] ? 7'h6f : _GEN_6;  
  wire [6:0] _GEN_8 = 4'h8 == cntReg[3:0] ? 7'h72 : _GEN_7;  
  wire [6:0] _GEN_9 = 4'h9 == cntReg[3:0] ? 7'h6c : _GEN_8;  
  wire [6:0] _GEN_10 = 4'ha == cntReg[3:0] ? 7'h64 : _GEN_9;  
  wire [6:0] _GEN_11 = 4'hb == cntReg[3:0] ? 7'h21 : _GEN_10;  
  wire  _T_1 = cntReg != 8'hc;  
  wire [7:0] _T_5 = cntReg + 8'h1;  
  BufferedTx tx (  
    .clock(tx_clock),
    .reset(tx_reset),
    .io_txd(tx_io_txd),
    .io_channel_ready(tx_io_channel_ready),
    .io_channel_valid(tx_io_channel_valid),
    .io_channel_bits(tx_io_channel_bits)
  );
  assign io_txd = tx_io_txd;  
  assign tx_clock = clock;
  assign tx_reset = reset;
  assign tx_io_channel_valid = cntReg != 8'hc;  
  assign tx_io_channel_bits = {{1'd0}, _GEN_11};  
  always @(posedge clock) begin
    if (reset) begin  
      cntReg <= 8'h0;  
    end else if (tx_io_channel_ready & _T_1) begin  
      cntReg <= _T_5;  
    end
  end
endmodule
module UartMain(
  input   clock,
  input   reset,
  input   io_rxd,
  output  io_txd
);
  wire  Sender_clock;  
  wire  Sender_reset;  
  wire  Sender_io_txd;  
  Sender Sender (  
    .clock(Sender_clock),
    .reset(Sender_reset),
    .io_txd(Sender_io_txd)
  );
  assign io_txd = Sender_io_txd;  
  assign Sender_clock = clock;
  assign Sender_reset = reset;
endmodule
==> results.txt <==
This note records the results obtained with Yosys and OpenROAD.

Status
The run finished with clean final reports.

Power and ir drop
The portion of total power attributed to sequential cells is a little under two fifths. The combinational share of power is 44.7%. The flow reports that the clock network draws ~18% of the design power. The switching part of the total is a little over two fifths. The net switching power in the latest report is roughly 0.46 mW. The power density over cell area is 412 nW/um^2. The internal power of the cells totals 0.621 mW.

The analysis attributes to cell leakage a power of between 0.9 and 1 nW. In this run the VDD rail shows a maximum IR drop of between 0.15 and 0.2 mV.

Cells and area
The layout stage reports a final design area of ~2600 um^2. The area overhead of the layout relative to synthesis is 8.53%. The fraction of layout instances using a drive strength above 1 is under 10%. At the end of the flow the core is filled with cells to 33.8%. The non-filler instance count after layout is 380.

Synth
The area of the mapped netlist is about 2400 um^2. The fraction of synthesis flops using an asynchronous set or reset pin is 0%. The warning count from the yosys run is 3. The synthesis stats list as the most numerous cell sky130_fd_sc_hd__dfxtp_1. After synthesis, the most frequently instantiated cells are sky130_fd_sc_hd__dfxtp_1, sky130_fd_sc_hd__nor2_1, sky130_fd_sc_hd__nand2_1. Counting distinct cell types in the post-synthesis netlist gives roughly 52. The number of cells in the yosys synthesis report is about 280. The average footprint of a synthesized cell is around 8.6 um^2.

After synthesis, the chip area reported by Yosys is between 2000 and 2500 um^2. The number of instances in the synthesized netlist is 282. The post-synth count of flops with an enable pin is 0. The area share of the largest cell type after synthesis is 40.5%. The dominant register cell in the synthesized netlist is sky130_fd_sc_hd__dfxtp_1.

Sorting the synthesized cells by area gives the leading types as sky130_fd_sc_hd__dfxtp_1, sky130_fd_sc_hd__nor2_1, sky130_fd_sc_hd__xor2_1, sky130_fd_sc_hd__a21oi_1, sky130_fd_sc_hd__nand2_1. After synthesis, flip-flops and latches occupy 40.5% of the total area. Per the synth log, the flip-flop and latch total comes to 49. The cell type with the highest aggregate area in the netlist is sky130_fd_sc_hd__dfxtp_1.

Min path
The type of the worst min-delay path is reg2reg.

CTS
The clock latency on the worst-skew pair is about 0.31 ns. The level count of the clock H-tree is 2. Per the repair_timing log after CTS, setup buffers inserted total 0. The clock sink count is between 40 and 50. The total of cells resized after clock tree synthesis is 0.

The clock-pin slew of the registers on the worst-case setup and hold paths is 0.10 ns. The clock passes through at most 2 buffers. The clock tree root driver cell is sky130_fd_sc_hd__clkbuf_8. TritonCTS created 5 clock buffers. For this design, the CTS-stage hold fixing added 0 buffers. The TritonCTS clock tree is done.

Placed design
Once placement finished, the instance area stood at 2510 um^2. Detailed placement ended at an HPWL of between 2 and 3 mm. The number of instances in the placed design is around 370.

The routability-driven placement congestion ratio is approximately 0.8. The number of I/O port buffers is 2.

Global routing
The initial antenna violation count is 0. The first-pass GRT wire length is just over 8 mm. The number of global-route vias before repair is roughly 1800. The total routing usage reported by global routing is about an eighth. The total grt overflow is 0. Entering global routing, the biggest net connects 26 pins.

Setup path
The required time of the critical path is slightly below 8 ns. The arrival time of data at the critical path endpoint is ~3.0 ns. The worst setup path is captured at a register. Along the worst path, the maximum fanout reaches 25.

STA classifies the critical path startpoint as a primary input. The path type of the worst setup path is in2reg.

Detailed routing
The final routed wire length divided by cell count is 12.2 um. Per the log, the first TritonRoute iteration ended with a DRC count of approximately 130. The count of TritonRoute iterations in the first routing pass is 4.

Per the detail_route report, the via count comes to slightly below 2000. Summed over all layers, the routed wires come to about 4.6 mm. The via density per instance is between 5 and 6. The antenna violation net count after detailed routing is 0. The post-route DRC violation count is 0. The antenna diode instance count is 0.

Floorplan
The die is about 90 um wide. The chip footprint is 8430 um^2. The pre-placement core utilization is a little under a third. The floorplan report gives the top-level pin count as 4. The die is a little over 90 um tall. The area inside the core boundary is ~8000 um^2. The initialized floorplan defines 32 standard-cell rows.

Final timing
The final max-slew violation count recorded for this run is 0. The count of endpoints failing hold in the final timing report is 0. The share of the clock period used by the worst path after layout is 36.6%.

Timing would allow up to roughly 360 MHz. The worst clock skew on the final layout is ~0.02 ns. The total of endpoints with negative setup slack in the final report is 0. Setup repair after global routing left no endpoint under its margin. For the finished layout, the period the worst path requires is roughly 2.8 ns. Per the slew report, the remaining headroom to the max-slew limit stands at between 50% and 60%.

Setup total negative slack on the finished layout was measured at 0 ns. The measured slew at the worst slew-check pin is ~0.75 ns.

Run
In this run the tools logged warnings totalling 29. The total of max-cap violations is 0.
per-stage QoR:
| stage | power (mW) | hold slack, ns | setup slack [ns] |
|---|---|---|---|
| 2_1_floorplan | 0.797 | 0.413 | 5.21 |
| 3_3_place_gp | 0.886 | 0.443 | 4.50 |
| 3_5_place_dp | 0.894 | 0.449 | 4.48 |
| 4_1_cts | 1.09 | 0.461 | 4.80 |
| 5_1_grt | 1.18 | 0.483 | 4.70 |
| 6_report | 1.08 | 0.460 | 4.82 |
cell families after synthesis:
group	synth area share, %
AND/OR/NAND/NOR	26.2
buffers and inverters	4.55
flip-flops	40.5
adder cells (fa/ha/maj)	3.10
AND-OR/OR-AND	18.3
XOR/XNOR	6.88
multiplexers	0.465
cell usage in the layout, fill, tap and decap left out, types with 2 or more instances in the layout:
cell / count
sky130_fd_sc_hd__or3_1: 2
sky130_fd_sc_hd__clkdlybuf4s50_1: 2
sky130_fd_sc_hd__ha_1: 6
sky130_fd_sc_hd__nor3b_1: 8
sky130_fd_sc_hd__nor2_1: 40
sky130_fd_sc_hd__xor2_1: 12
sky130_fd_sc_hd__xnor2_1: 7
sky130_fd_sc_hd__buf_4: 3
sky130_fd_sc_hd__or4_1: 5
sky130_fd_sc_hd__o21a_1: 2
sky130_fd_sc_hd__nand3_1: 8
sky130_fd_sc_hd__nor4b_1: 2
sky130_fd_sc_hd__o31ai_1: 6
sky130_fd_sc_hd__nand4_2: 2
sky130_fd_sc_hd__o21ai_0: 12
sky130_fd_sc_hd__a211oi_1: 2
sky130_fd_sc_hd__inv_1: 9
sky130_fd_sc_hd__nand3b_1: 2
sky130_fd_sc_hd__o221a_2: 2
sky130_fd_sc_hd__a211o_1: 2
sky130_fd_sc_hd__nor4_1: 5
sky130_fd_sc_hd__and3_1: 2
sky130_fd_sc_hd__nor2b_1: 4
sky130_fd_sc_hd__dfxtp_1: 49
sky130_fd_sc_hd__a21oi_1: 18
sky130_fd_sc_hd__nor3_1: 7
sky130_fd_sc_hd__a21o_1: 2
sky130_fd_sc_hd__o311ai_1: 5
sky130_fd_sc_hd__o311ai_0: 3
sky130_fd_sc_hd__clkbuf_8: 5
sky130_fd_sc_hd__nand2_1: 21
sky130_fd_sc_hd__nor3b_2: 2
layer usage:
metal  part of all wire, %  up-vias  global-route usage (%)
li1                      -     1006                       -
met1                    54      905                    18.2
met2                    43       12                    18.2
met3                   2.1        7                    1.69
met4                   1.3        0                    1.43
met5                     0        -                       0
cell type report:
class / instances / area (um^2)
well taps: 102 / 128
flip-flops and latches: 49 / 981
repair buffers: 5 / 42.5
clock buffers: 5 / 68.8
clock inverters: 3 / 43.8
inverters: 9 / 33.8
multi-input cells: 207 / 1330
fillers: 802 / 5140
path summary, 6_finish.rpt:
kind,start,end,slack [ns],cells past startpoint
setup reg to reg,Sender.cntReg[0],Sender.tx.buf_.dataReg[0],5.30,6
hold reg to reg,Sender.tx.buf_.dataReg[4],Sender.tx.buf_.dataReg[4],0.46,2
hold / removal,Sender.tx.buf_.dataReg[4],Sender.tx.buf_.dataReg[4],0.46,2
setup / recovery,reset,Sender.tx.tx.cntReg[3],4.82,6
registers in the layout (all words and copies together), names as in the netlist:
name / cells
Sender.tx.tx.cntReg: 20
Sender.tx.tx.shiftReg: 9
Sender.cntReg: 8
Sender.tx.buf_.dataReg: 7
Sender.tx.tx.bitsReg: 4
Sender.tx.buf_.stateReg: 1
power groups by stage:
| stage | logic [mW] | registers [mW] | clock network (mW) |
|---|---|---|---|
| after CTS | 0.484 | 0.407 | 0.196 |
| after global routing | 0.548 | 0.423 | 0.209 |
| final | 0.484 | 0.408 | 0.190 |
critical path: stages:
cell and delay [ns]:
sky130_fd_sc_hd__clkdlybuf4s50_1 0.45, sky130_fd_sc_hd__buf_4 0.26, sky130_fd_sc_hd__inv_1 0.27, sky130_fd_sc_hd__o21ai_1 0.14, sky130_fd_sc_hd__buf_4 0.24, sky130_fd_sc_hd__nor2_1 0.07
No activity file was given, so power comes from the tool's default toggle rates.
