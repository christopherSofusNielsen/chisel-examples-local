### flow/design.v
module Hello(
  input   clock,
  input   reset,
  output  io_led
);
  reg [31:0] cntReg;  
  reg  blkReg;  
  wire [31:0] _T_1 = cntReg + 32'h1;  
  assign io_led = blkReg;  
  always @(posedge clock) begin
    if (reset) begin  
      cntReg <= 32'h0;  
    end else if (cntReg == 32'hbebc1f) begin  
      cntReg <= 32'h0;  
    end else begin
      cntReg <= _T_1;  
    end
    if (reset) begin  
      blkReg <= 1'h0;  
    end else if (cntReg == 32'hbebc1f) begin  
      blkReg <= ~blkReg;  
    end
  end
endmodule
module hello_top(input clk, output led);
  wire h_io_led;
  wire res;
  assign led = h_io_led;
  assign res = 1'h0;
  Hello h(.clock(clk), .reset(res),
       .io_led( h_io_led ));
endmodule
### flow/run.sh
#!/bin/bash
# OpenROAD 26Q1-2900-gdf79404cd8, Yosys 0.63+post, stock flow scripts
make -C /OpenROAD-flow-scripts/flow DESIGN_CONFIG=/design/flow/config.mk WORK_HOME=/design/flow/orfs finish
### flow/config.mk
export PLATFORM = sky130hd
export DESIGN_NAME = hello_top
export DESIGN_NICKNAME = hello_top
export VERILOG_FILES = /design/flow/design.v
export SDC_FILE = /design/flow/constraint.sdc
export NUM_CORES = 4
export LEC_CHECK = 1
export CORE_AREA = 10 10 106 106
export DIE_AREA = 0 0 116 116
### flow/constraint.sdc
current_design hello_top

set clk_period 6.0
set clk_io_pct 0.2

create_clock -name clk0 -period $clk_period [get_ports {clk}]

set non_clock_inputs [all_inputs -no_clocks]
set_input_delay [expr $clk_period * $clk_io_pct] -clock clk0 $non_clock_inputs
set_output_delay [expr $clk_period * $clk_io_pct] -clock clk0 [all_outputs]
==> results.json <==
{
  "tritoncts.num_buffers": 5,
  "synth_top_cell_by_count": "sky130_fd_sc_hd__dfxtp_1",
  "cp_data_required_time_ns": 4.80,
  "max_slew.worst_pin.slew_ns": 0.673,
  "drtPass1Iterations": 4,
  "yosys-stat-cells": 160,
  "drv_slew": 0,
  "routabilityCongestion": 0.840,
  "max_slew_headroom_pct": 55.0,
  "drt_iter0_drc": 46,
  "synthesis.yosys.warnings": 1,
  "cts_buffer_depth": 2,
  "synthArstFlopShare_pct": 0,
  "register_area_um2": 671,
  "area_growth_from_synthesis_to_layout_pct": 14.0,
  "final.period_utilization_pct": 38.4,
  "placement.io_buffers": 1,
  "placement.setup.worst_slack_ns": 3.88,
  "grt_pass1_wl_um": 4980,
  "vias": 1176,
  "fillerInstances": 975,
  "cts_num_sinks": 33,
  "die_width_um": 116,
  "clkTransAtPathRegs_ns": 0.07,
  "timing.critical_path.buf_inv": 1,
  "synth_chip_area_um2": 1530,
  "rows": 34,
  "final_tally_of_setup_violations": 0,
  "outcome": "complete, no violations",
  "final-hold-violation-count": 0,
  "post_cts_hold_buffer_count": 0,
  "power_per_cell_area_nw_per_um2": 231,
  "timing.critical_path.slowest_cell_delay_ns": 0.47,
  "detail_route.drc_violations": 0,
  "worst_skew_pair.late_latency_ns": 0.28,
  "grt_start_max_net_pins": 17,
  "clk_root_buffer_cell": "sky130_fd_sc_hd__clkbuf_8",
  "via_count_of_the_first_global_routing_pass": 1083,
  "flop_cell": "sky130_fd_sc_hd__dfxtp_1",
  "number_of_diodes": 0,
  "design.die.area_um2": 13500,
  "yosysTopAreaCell": "sky130_fd_sc_hd__dfxtp_1",
  "peak_vdd_ir_v": 0.000149,
  "setup_total_negative_slack_ns": 0,
  "synth_unique_cells": 39,
  "overflow": 0,
  "post-route-worst-setup-slack_ns": 3.69,
  "ioPinCount": 2,
  "worst_path_max_fanout": 2,
  "critical_path_class": "register to primary output",
  "syn_area_per_cell_um2": 9.56,
  "worst_endpoint_data_arrival_time_ns": 1.11,
  "syn_area_um2": 1530,
  "worst_hold_slack_ns": 0.443,
  "core_area_um2": 8850,
  "critPathCaptureType": "primary output",
  "finish.utilization_pct": 19.7,
  "min_period_ns": 2.31,
  "dieHeight_um": 116,
  "post_cts_buffers": 0,
  "antenna_violating_nets_post_route": 0,
  "critical-path-slowest-cell": "sky130_fd_sc_hd__clkdlybuf4s50_1",
  "gr-usage-all-layers_pct": 4.43,
  "numSynthFlops": 33,
  "warning_count": 25,
  "totalWireLength_um": 2900,
  "crit_family": "buffers and inverters",
  "antenna_found_initial": 0,
  "topCellsByArea": "sky130_fd_sc_hd__dfxtp_1, sky130_fd_sc_hd__xor2_1, sky130_fd_sc_hd__xnor2_1",
  "share_of_the_synthesized_area_in_the_top_cell_type_pct": 41.9,
  "fin_skew_ns": 0.00649,
  "ys_seq_share_pct": 43.9,
  "cts_tree": "done",
  "drt-wirelength-per-cell_um": 10.7,
  "floorplan.initialDensity_pct": 17.3,
  "rsz0062_at_grt": "false",
  "cts_repair_resize_count": 0,
  "crit_path_start_kind": "register",
  "drt-vias-per-instance": 4.32,
  "max_freq_ghz": 0.434,
  "cts_htree_levels": 2,
  "synthesis.instances": 160,
  "cap_viol_max_count": 0,
  "logic_area_um2": 815,
  "p_total_uw": 403,
  "path_cells": "clkdlybuf4s50_1",
  "place.detailed.hpwl_um": 1950,
  "worst_hold_path_type": "register to register",
  "post_synth_most_frequent_cells": "sky130_fd_sc_hd__dfxtp_1, sky130_fd_sc_hd__xor2_1, sky130_fd_sc_hd__nand2_1, sky130_fd_sc_hd__nand3_1, sky130_fd_sc_hd__nand4_1",
  "proportion_of_layout_cells_with_a_drive_suffix_above_1_pct": 11.0,
  "edf_count": 1,
  "leakage_nw": 0.682
}
final cells by class:
class / instances / share of cell area, %
clock buffer: 7 / 5.53
clock inverter: 1 / 0.287
inverter: 3 / 0.646
multi-input combinational: 119 / 46.7
sequential: 33 / 38.5
tap: 108 / 7.75
timing repair buffer: 1 / 0.574
worst paths after layout:
kind / start / end / slack (ns) / depth (start not counted)
worst max register to register: h.cntReg[8] / h.cntReg[15] / 3.84 / 4
worst min-delay path: h.cntReg[0] / h.cntReg[0] / 0.44 / 1
worst max-delay path: h.blkReg / led / 3.69 / 1
worst min register to register: h.cntReg[0] / h.cntReg[0] / 0.44 / 1
stage by stage:
stage          cell area [µm²]  std cells
2_1_floorplan             1530        160
3_3_place_gp              1640        264
3_5_place_dp              1640        264
4_1_cts                   1740        272
5_1_grt                   1740        272
6_report                  1740        272
routing by layer:
| layer | vias to the layer above | GRT usage (%) | part of all wire (%) | wire length [µm] |
|---|---|---|---|---|
| met5 | - | 0 | 0 | 0 |
| met4 | 0 | 0.751 | 2.0 | 57 |
| met3 | 5 | 1.15 | 3.6 | 105 |
| met2 | 15 | 6.67 | 41 | 1180 |
| met1 | 553 | 6.37 | 54 | 1560 |
| li1 | 603 | - | - | - |
power by group:
part	switching (mW)	total [mW]	internal (mW)
clock network	0.0797	0.183	0.104
registers	0	0.220	0.220
logic	0	0.000000358	0
placed cells by master, fill, tap and decap left out, types with 4 or more instances in the layout:
cell	count
sky130_fd_sc_hd__dfxtp_1	32
sky130_fd_sc_hd__a21oi_1	7
sky130_fd_sc_hd__clkbuf_8	7
sky130_fd_sc_hd__and3_1	4
sky130_fd_sc_hd__xor2_1	14
sky130_fd_sc_hd__nand3_1	10
sky130_fd_sc_hd__nor2_1	8
sky130_fd_sc_hd__or4_1	4
sky130_fd_sc_hd__xnor2_1	8
sky130_fd_sc_hd__nor4_1	7
sky130_fd_sc_hd__o31ai_1	5
sky130_fd_sc_hd__nand2_1	11
sky130_fd_sc_hd__nor3_1	6
sky130_fd_sc_hd__nand4_1	9
registers in the layout (all words and copies together), names as in the netlist:
name	cells
h.cntReg	32
h.blkReg	1
kinds of logic (layout without fill, tap and decap cells):
kind of cell,after synthesis,after routing,synth area share (%)
AND-OR/OR-AND,16,16,6.55
buffers and inverters,8,12,2.86
flip-flops,33,33,43.9
XOR/XNOR,22,22,12.6
adder cells (fa/ha/maj),1,1,0.818
AND/OR/NAND/NOR,80,80,33.3
Power figures rest on the tool's default switching activity, not on a simulated workload.
